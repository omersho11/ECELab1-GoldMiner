==> ./design.v <==
package GlobalsPKG;
	typedef enum logic [2:0] {
		FILLER      = 3'd0,
		VALUABLE_1  = 3'd1,
		VALUABLE_2  = 3'd2,
		VALUABLE_3  = 3'd3,
		ROCK_1      = 3'd4
	} LEVEL_ELEMENTS; 
	typedef struct packed {
		LEVEL_ELEMENTS elementType;
		logic [8:0] index;
	} GRABBABLE_OBJECT_METADATA;
	parameter int MAX_OBJECTS = 20;
	parameter int GRID_ROWS = 15;
	parameter int GRID_COLS = 20;
endpackage
module TimeDisplay #(
	parameter logic [7:0] color = 8'hff
) (	
					input	logic	clk,
					input	logic	resetN,
					input logic enable,
					input logic	[10:0] offsetX,
					input logic	[10:0] offsetY,
					input	logic	InsideRectangle,
					input logic [10:0] timeInSeconds,
					output logic drawingRequest,  
					output logic [7:0] RGBout
);
localparam DIGIT_WIDTH = 16;
assign RGBout = color ;  
logic [4:0] [3:0] digits;  
assign digits[0] = (timeInSeconds / 60) / 10;    
assign digits[1] = (timeInSeconds / 60) % 10;    
assign digits[2] = 10;  
assign digits[3] = (timeInSeconds % 60) / 10;    
assign digits[4] = (timeInSeconds % 60) % 10;    
bit [0:10] [0:31] [0:15] number_bitmap = {
{16'b	0000001111100000,
16'b	0000111111111000,
16'b	0000111111111000,
16'b	0001111111111100,
16'b	0011111001111100,
16'b	0011100000111110,
16'b	0111100000011110,
16'b	0111100000011110,
16'b	1111100000011111,
16'b	1111000000001111,
16'b	1111000000001111,
16'b	1111000000001111,
16'b	1111000000001111,
16'b	1111000000001111,
16'b	1111000000001111,
16'b	1111000000001111,
16'b	1111000000001111,
16'b	1111000000001111,
16'b	1111000000001111,
16'b	1111000000001111,
16'b	1111000000001111,
16'b	1111000000001111,
16'b	1111000000001111,
16'b	1111000000011110,
16'b	1111100000011110,
16'b	0111110000111110,
16'b	0111110000111100,
16'b	0011111001111100,
16'b	0011111111111000,
16'b	0001111111111000,
16'b	0000111111110000,
16'b	0000011111000000},
{16'b	0000000011100000,
16'b	0000000111100000,
16'b	0000011111100000,
16'b	0000111111100000,
16'b	0001111111100000,
16'b	0011111111100000,
16'b	0111111011100000,
16'b	0111100011100000,
16'b	0111000011100000,
16'b	0010000011100000,
16'b	0000000011100000,
16'b	0000000011100000,
16'b	0000000011100000,
16'b	0000000011100000,
16'b	0000000011100000,
16'b	0000000011100000,
16'b	0000000011100000,
16'b	0000000011100000,
16'b	0000000011100000,
16'b	0000000011100000,
16'b	0000000011100000,
16'b	0000000011100000,
16'b	0000000011100000,
16'b	0000000011100000,
16'b	0000000011100000,
16'b	0000000011100000,
16'b	0000000011100000,
16'b	0000000011100000,
16'b	0111111111111111,
16'b	0111111111111111,
16'b	0111111111111111,
16'b	0111111111111111},
{16'b	0000111111100000,
16'b	0001111111110000,
16'b	0111111111111000,
16'b	1111111111111000,
16'b	1111110011111100,
16'b	1111000011111100,
16'b	1110000001111110,
16'b	0000000000111110,
16'b	0000000000111110,
16'b	0000000000111110,
16'b	0000000000111100,
16'b	0000000001111100,
16'b	0000000001111100,
16'b	0000000001111000,
16'b	0000000011111000,
16'b	0000000011111000,
16'b	0000000011111000,
16'b	0000000011110000,
16'b	0000000011100000,
16'b	0000000111000000,
16'b	0000001111000000,
16'b	0000011110000000,
16'b	0000111100000000,
16'b	0001111100000000,
16'b	0001111100000000,
16'b	0011111000000000,
16'b	0111110000000001,
16'b	1111100000000011,
16'b	1111111111111111,
16'b	1111111111111111,
16'b	1111111111111111,
16'b	1111111111111111},
{16'b	0000111111100000,
16'b	0001111111111000,
16'b	0111111111111000,
16'b	1111111111111000,
16'b	1111110011111100,
16'b	1111000001111100,
16'b	1110000001111100,
16'b	0000000000111110,
16'b	0000000000111100,
16'b	0000000000111100,
16'b	0000000000111100,
16'b	0000000001111100,
16'b	0000000011111000,
16'b	0000000011111000,
16'b	0001111111110000,
16'b	0001111111000000,
16'b	0001111111111000,
16'b	0001111111111000,
16'b	0000000011111100,
16'b	0000000001111110,
16'b	0000000000111111,
16'b	0000000000011111,
16'b	0000000000011111,
16'b	0000000000011111,
16'b	0000000000011111,
16'b	0000000000111111,
16'b	1110000001111110,
16'b	1111100011111110,
16'b	1111111111111100,
16'b	1111111111111000,
16'b	0111111111111000,
16'b	0001111111000000},
{16'b	0000000011111000,
16'b	0000000011111000,
16'b	0000000011111000,
16'b	0000000011111000,
16'b	0000000111111000,
16'b	0000001111111000,
16'b	0000001101111000,
16'b	0000011101111000,
16'b	0000011101111000,
16'b	0000111101111000,
16'b	0001111101111000,
16'b	0001111101111000,
16'b	0001111001111000,
16'b	0011111001111000,
16'b	0011110001111000,
16'b	0111100001111000,
16'b	0111100001111000,
16'b	1111000001111000,
16'b	1110000001111000,
16'b	1110000001111000,
16'b	1110000001111000,
16'b	1111111111111111,
16'b	1111111111111111,
16'b	1111111111111111,
16'b	0000000001111000,
16'b	0000000001111000,
16'b	0000000001111000,
16'b	0000000001111000,
16'b	0000000001111000,
16'b	0000000001111000,
16'b	0000000001111000,
16'b	0000000011111100},
{16'b	0111111111111111,
16'b	0111111111111111,
16'b	0111111111111110,
16'b	0111111111111100,
16'b	0111100000000000,
16'b	0111100000000000,
16'b	0111100000000000,
16'b	0111100000000000,
16'b	0111100000000000,
16'b	0111100000000000,
16'b	0111100000000000,
16'b	0111111111100000,
16'b	0111111111111000,
16'b	0111111111111000,
16'b	0111111111111100,
16'b	0010000011111110,
16'b	0000000001111110,
16'b	0000000000111111,
16'b	0000000000011111,
16'b	0000000000011111,
16'b	0000000000001111,
16'b	0000000000001111,
16'b	0000000000001111,
16'b	0000000000011111,
16'b	0000000000011111,
16'b	1000000000111110,
16'b	1100000001111110,
16'b	1111100011111100,
16'b	1111111111111000,
16'b	1111111111111000,
16'b	1111111111110000,
16'b	0001111111000000},
{16'b	0000000111111100,
16'b	0000011111111110,
16'b	0000111111111110,
16'b	0001111111111111,
16'b	0001111100001111,
16'b	0011111100000001,
16'b	0011111000000000,
16'b	0111110000000000,
16'b	0111100000000000,
16'b	1111100000000000,
16'b	1111000000000000,
16'b	1111000000000000,
16'b	1111000000000000,
16'b	1111001111111000,
16'b	1111111111111100,
16'b	1111111111111110,
16'b	1111111111111111,
16'b	1111111101111111,
16'b	1111100000011111,
16'b	1111000000001111,
16'b	1111000000000111,
16'b	1111000000000111,
16'b	1111000000000111,
16'b	1111000000000111,
16'b	1111100000001111,
16'b	1111100000001111,
16'b	0111110000011111,
16'b	0111111101111110,
16'b	0011111111111110,
16'b	0001111111111100,
16'b	0001111111111000,
16'b	0000011111100000},
{16'b	1111111111111111,
16'b	1111111111111111,
16'b	1111111111111111,
16'b	1111111111111111,
16'b	1100000000001111,
16'b	1000000000011111,
16'b	0000000000011111,
16'b	0000000000011110,
16'b	0000000000111110,
16'b	0000000000111100,
16'b	0000000001111100,
16'b	0000000001111000,
16'b	0000000011111000,
16'b	0000000011111000,
16'b	0000000011111000,
16'b	0000000011111000,
16'b	0000000011110000,
16'b	0000000011110000,
16'b	0000000011100000,
16'b	0000000011100000,
16'b	0000000111100000,
16'b	0000000111100000,
16'b	0000001111000000,
16'b	0000001111000000,
16'b	0000011110000000,
16'b	0000011110000000,
16'b	0000111110000000,
16'b	0000111100000000,
16'b	0000111100000000,
16'b	0001111100000000,
16'b	0001111100000000,
16'b	0001111100000000},
{16'b	0000111111110000,
16'b	0001111111111000,
16'b	0011111111111100,
16'b	0111111111111110,
16'b	0111111011111110,
16'b	1111100000111111,
16'b	1111100000011111,
16'b	1111000000001111,
16'b	1111000000001111,
16'b	1111000000001111,
16'b	1111100000011110,
16'b	0111110000111110,
16'b	0111111001111100,
16'b	0011111111111000,
16'b	0001111111111000,
16'b	0000111111100000,
16'b	0000111111110000,
16'b	0001111111111000,
16'b	0011111111111100,
16'b	0111111001111110,
16'b	1111100000111111,
16'b	1111000000001111,
16'b	1110000000001111,
16'b	1110000000000111,
16'b	1110000000000111,
16'b	1111000000001111,
16'b	1111100000011111,
16'b	1111111001111111,
16'b	1111111111111110,
16'b	0111111111111110,
16'b	0011111111111000,
16'b	0001111111110000},
{16'b	0000111111100000,
16'b	0001111111111000,
16'b	0011111111111000,
16'b	0111111111111100,
16'b	1111111011111100,
16'b	1111100000111110,
16'b	1111000000011110,
16'b	1111000000011111,
16'b	1110000000001111,
16'b	1110000000001111,
16'b	1110000000001111,
16'b	1110000000001111,
16'b	1111000000001111,
16'b	1111100000011111,
16'b	1111111011111111,
16'b	1111111111111111,
16'b	0111111111111111,
16'b	0011111111111111,
16'b	0001111111001111,
16'b	0000000000001111,
16'b	0000000000001111,
16'b	0000000000001111,
16'b	0000000000011110,
16'b	0000000000011110,
16'b	0000000000111110,
16'b	0000000001111100,
16'b	1000000011111100,
16'b	1111000011111000,
16'b	1111111111111000,
16'b	1111111111110000,
16'b	1111111111100000,
16'b	0011111100000000},
{16'b	0000000000000000,
16'b	0000000000000000,
16'b	0000000000000000,
16'b	0000000000000000,
16'b	0000000000000000,
16'b	0000000000000000,
16'b	0000001111000000,
16'b	0000011111100000,
16'b	0000111111110000,
16'b	0000011111100000,
16'b	0000001111000000,
16'b	0000000000000000,
16'b	0000000000000000,
16'b	0000000000000000,
16'b	0000000000000000,
16'b	0000000000000000,
16'b	0000001111000000,
16'b	0000011111100000,   
16'b	0000111111110000,
16'b	0000011111100000,
16'b	0000001111000000,
16'b	0000000000000000,
16'b	0000000000000000,
16'b	0000000000000000,
16'b	0000000000000000,
16'b	0000000000000000,
16'b	0000000000000000,
16'b	0000000000000000,
16'b	0000000000000000,
16'b	0000000000000000,
16'b	0000000000000000,
16'b	0000000000000000}
} ; 
logic [2:0] currentDigit;
assign currentDigit = offsetX / DIGIT_WIDTH;
logic [3:0] localOffsetX;
assign localOffsetX = offsetX % DIGIT_WIDTH;
always_ff@(posedge clk or negedge resetN)
begin
	if(!resetN) begin
		drawingRequest <=	1'b0;
	end
	else begin
		drawingRequest <=	1'b0;
		if (enable && InsideRectangle == 1'b1) begin
			drawingRequest <= (number_bitmap[digits[currentDigit]][offsetY][localOffsetX]);
		end
	end 
end
endmodule
==> ./run.sh <==
#!/bin/bash
# OpenROAD 26Q1-2900-gdf79404cd8, Yosys 0.63+post, stock flow scripts
make -C /OpenROAD-flow-scripts/flow DESIGN_CONFIG=/design/flow/config.mk WORK_HOME=/design/flow/orfs finish
==> ./config.mk <==
export PLATFORM = sky130hd
export DESIGN_NAME = TimeDisplay
export DESIGN_NICKNAME = TimeDisplay
export VERILOG_FILES = /design/flow/design.v
export SDC_FILE = /design/flow/constraint.sdc
export NUM_CORES = 4
export LEC_CHECK = 1
export CORE_UTILIZATION = 50
==> ./constraint.sdc <==
current_design TimeDisplay

set clk_period 1.0
set clk_io_pct 0.2

create_clock -name clk0 -period $clk_period [get_ports {clk}]

set non_clock_inputs [all_inputs -no_clocks]
set_input_delay [expr $clk_period * $clk_io_pct] -clock clk0 $non_clock_inputs
set_output_delay [expr $clk_period * $clk_io_pct] -clock clk0 [all_outputs]
==> results.json <==
{
  "outcome": "aborted with a tool error",
  "failing_step": "5_1_grt",
  "toolErrorMsg": "[ERROR GRT-0232] Routing congestion too high. Check the congestion heatmap in the GUI.",
  "xor_area_share_pct": 3.558,
  "yosysWarningCount": 1,
  "synth-edff-count": 0,
  "basic_gate_share_of_the_synthesized_area_counting_and_or_nand_and_nor_cells_pct": 30.54,
  "synthCells": 983,
  "yosys_most_used_dff": "dfrtp_1",
  "postSynthAreaPerCell_sq_um": 6.010,
  "synth_async_sr_flop_share_pct": 100.0,
  "grt_max_degree": 42,
  "die_x_um": 110.7,
  "compound_area_share_pct": 51.44,
  "yosys-stat-cells": 983,
  "post_cts_hold_buffer_count": 0,
  "top_level_ports": 46,
  "post_synth_instance_area_sq_um": 5908,
  "yosys.cell_types.count": 104,
  "portBuffers": 33,
  "synth.cellmix.adderShare_pct": 2.880,
  "initial_utilization_pct": 51.52,
  "postSynthSeqShare_pct": 0.4235,
  "die_height_um": 110.7,
  "synth_flop_count": 1,
  "routabilityCongestion": 1.254,
  "num_rows": 39,
  "synthTopLogicFamily": "AND-OR/OR-AND gates",
  "dpl.hpwl_mm": 21.85,
  "ys_area_sq_um": 5908,
  "grt-worst-endpoint": "drawingRequest$_DFF_PN0_/D",
  "yosys-mux-area-fraction_pct": 1.864,
  "worst_endpoint_kind": "register input"
}
## cell usage after synthesis, drive strengths merged, types with 6 or more instances
master,n,area share (%)
a21oi,113,9.9
nand2,113,7.2
nor2,99,6.3
o21ai,96,8.3
clkbuf,63,4.0
buf,37,3.8
nand3,30,2.5
nor3,23,2.3
o211ai,23,3.1
a31oi,21,2.2
inv,20,1.3
o22ai,18,1.9
a211oi,17,2.5
and2,17,1.9
xnor2,15,2.2
a21o,14,1.8
nor2b,14,1.5
a221oi,13,2.0
nand2b,13,1.4
o31ai,13,1.9
ha,12,2.5
o311ai,11,1.9
and3,10,1.1
o2111ai,10,1.5
or2,10,1.1
o21a,9,1.2
xor2,9,1.3
or3,8,0.93
nand4,7,0.85
o221ai,7,1.0
a211o,6,0.89
a41oi,6,1.1
nor3b,6,0.85
## through the flow
stage                     area [sq um]  instances  power (mW)  setup WS (ns)  hold WS, ns
after floorplan                   6138        990       4.960         -6.937     -0.09559
after detailed placement          8808       1415       8.597         -7.744       0.3510
after global placement            8808       1415       8.455         -7.519       0.3606
after CTS                         9671       1463       9.519         -6.989       0.3536
## timing repair
action / in CTS
buffers inserted: 46
gates cloned: 2
resized: 106
pin swaps: 65
setup endpoints to repair: 1
## cell families after synthesis
kind of cell,count (synthesis)
buffers and inverters,123
multiplexers,10
AND-OR/OR-AND,443
flip-flops,1
other,1
AND/OR/NAND/NOR,368
adder cells (fa/ha/maj),13
XOR/XNOR,24
No activity file was given, so power comes from the tool's default toggle rates.
