**config.mk**
```make
export PLATFORM = sky130hd
export DESIGN_NAME = NumbersBitMap
export DESIGN_NICKNAME = NumbersBitMap
export VERILOG_FILES = /design/flow/design.v
export SDC_FILE = /design/flow/constraint.sdc
export NUM_CORES = 4
export LEC_CHECK = 1
export CORE_UTILIZATION = 40
```
**constraint.sdc**
```tcl
current_design NumbersBitMap

set clk_period 1.0
set clk_io_pct 0.2

create_clock -name clk0 -period $clk_period [get_ports {clk}]

set non_clock_inputs [all_inputs -no_clocks]
set_input_delay [expr $clk_period * $clk_io_pct] -clock clk0 $non_clock_inputs
set_output_delay [expr $clk_period * $clk_io_pct] -clock clk0 [all_outputs]
```
**design.v**
```verilog
package GlobalsPKG;
	typedef enum logic [2:0] {
		FILLER      = 3'd0,
		VALUABLE_1  = 3'd1,
		VALUABLE_2  = 3'd2,
		VALUABLE_3  = 3'd3,
		ROCK_1      = 3'd4
	} LEVEL_ELEMENTS; 
	typedef struct packed {
		LEVEL_ELEMENTS elementType;
		logic [8:0] index;
	} GRABBABLE_OBJECT_METADATA;
	parameter int MAX_OBJECTS = 20;
	parameter int GRID_ROWS = 15;
	parameter int GRID_COLS = 20;
endpackage
module NumbersBitMap	(	
					input		logic	clk,
					input		logic	resetN,
					input 	logic	[10:0] offsetX, 
					input 	logic	[10:0] offsetY,
					input		logic	InsideRectangle,  
					input 	logic	[3:0] digit,  
					output	logic				drawingRequest,  
					output	logic	[7:0]		RGBout
);
parameter  logic	[7:0] digit_color = 8'hff ;  
bit [0:15] [0:31] [0:15] number_bitmap  = {
{16'b	0000001111100000,
16'b	0000111111111000,
16'b	0000111111111000,
16'b	0001111111111100,
16'b	0011111001111100,
16'b	0011100000111110,
16'b	0111100000011110,
16'b	0111100000011110,
16'b	1111100000011111,
16'b	1111000000001111,
16'b	1111000000001111,
16'b	1111000000001111,
16'b	1111000000001111,
16'b	1111000000001111,
16'b	1111000000001111,
16'b	1111000000001111,
16'b	1111000000001111,
16'b	1111000000001111,
16'b	1111000000001111,
16'b	1111000000001111,
16'b	1111000000001111,
16'b	1111000000001111,
16'b	1111000000001111,
16'b	1111000000011110,
16'b	1111100000011110,
16'b	0111110000111110,
16'b	0111110000111100,
16'b	0011111001111100,
16'b	0011111111111000,
16'b	0001111111111000,
16'b	0000111111110000,
16'b	0000011111000000},
{16'b	0000000011100000,
16'b	0000000111100000,
16'b	0000011111100000,
16'b	0000111111100000,
16'b	0001111111100000,
16'b	0011111111100000,
16'b	0111111011100000,
16'b	0111100011100000,
16'b	0111000011100000,
16'b	0010000011100000,
16'b	0000000011100000,
16'b	0000000011100000,
16'b	0000000011100000,
16'b	0000000011100000,
16'b	0000000011100000,
16'b	0000000011100000,
16'b	0000000011100000,
16'b	0000000011100000,
16'b	0000000011100000,
16'b	0000000011100000,
16'b	0000000011100000,
16'b	0000000011100000,
16'b	0000000011100000,
16'b	0000000011100000,
16'b	0000000011100000,
16'b	0000000011100000,
16'b	0000000011100000,
16'b	0000000011100000,
16'b	0111111111111111,
16'b	0111111111111111,
16'b	0111111111111111,
16'b	0111111111111111},
{16'b	0000111111100000,
16'b	0001111111110000,
16'b	0111111111111000,
16'b	1111111111111000,
16'b	1111110011111100,
16'b	1111000011111100,
16'b	1110000001111110,
16'b	0000000000111110,
16'b	0000000000111110,
16'b	0000000000111110,
16'b	0000000000111100,
16'b	0000000001111100,
16'b	0000000001111100,
16'b	0000000001111000,
16'b	0000000011111000,
16'b	0000000011111000,
16'b	0000000011111000,
16'b	0000000011110000,
16'b	0000000011100000,
16'b	0000000111000000,
16'b	0000001111000000,
16'b	0000011110000000,
16'b	0000111100000000,
16'b	0001111100000000,
16'b	0001111100000000,
16'b	0011111000000000,
16'b	0111110000000001,
16'b	1111100000000011,
16'b	1111111111111111,
16'b	1111111111111111,
16'b	1111111111111111,
16'b	1111111111111111},
{16'b	0000111111100000,
16'b	0001111111111000,
16'b	0111111111111000,
16'b	1111111111111000,
16'b	1111110011111100,
16'b	1111000001111100,
16'b	1110000001111100,
16'b	0000000000111110,
16'b	0000000000111100,
16'b	0000000000111100,
16'b	0000000000111100,
16'b	0000000001111100,
16'b	0000000011111000,
16'b	0000000011111000,
16'b	0001111111110000,
16'b	0001111111000000,
16'b	0001111111111000,
16'b	0001111111111000,
16'b	0000000011111100,
16'b	0000000001111110,
16'b	0000000000111111,
16'b	0000000000011111,
16'b	0000000000011111,
16'b	0000000000011111,
16'b	0000000000011111,
16'b	0000000000111111,
16'b	1110000001111110,
16'b	1111100011111110,
16'b	1111111111111100,
16'b	1111111111111000,
16'b	0111111111111000,
16'b	0001111111000000},
{16'b	0000000011111000,
16'b	0000000011111000,
16'b	0000000011111000,
16'b	0000000011111000,
16'b	0000000111111000,
16'b	0000001111111000,
16'b	0000001101111000,
16'b	0000011101111000,
16'b	0000011101111000,
16'b	0000111101111000,
16'b	0001111101111000,
16'b	0001111101111000,
16'b	0001111001111000,
16'b	0011111001111000,
16'b	0011110001111000,
16'b	0111100001111000,
16'b	0111100001111000,
16'b	1111000001111000,
16'b	1110000001111000,
16'b	1110000001111000,
16'b	1110000001111000,
16'b	1111111111111111,
16'b	1111111111111111,
16'b	1111111111111111,
16'b	0000000001111000,
16'b	0000000001111000,
16'b	0000000001111000,
16'b	0000000001111000,
16'b	0000000001111000,
16'b	0000000001111000,
16'b	0000000001111000,
16'b	0000000011111100},
{16'b	0111111111111111,
16'b	0111111111111111,
16'b	0111111111111110,
16'b	0111111111111100,
16'b	0111100000000000,
16'b	0111100000000000,
16'b	0111100000000000,
16'b	0111100000000000,
16'b	0111100000000000,
16'b	0111100000000000,
16'b	0111100000000000,
16'b	0111111111100000,
16'b	0111111111111000,
16'b	0111111111111000,
16'b	0111111111111100,
16'b	0010000011111110,
16'b	0000000001111110,
16'b	0000000000111111,
16'b	0000000000011111,
16'b	0000000000011111,
16'b	0000000000001111,
16'b	0000000000001111,
16'b	0000000000001111,
16'b	0000000000011111,
16'b	0000000000011111,
16'b	1000000000111110,
16'b	1100000001111110,
16'b	1111100011111100,
16'b	1111111111111000,
16'b	1111111111111000,
16'b	1111111111110000,
16'b	0001111111000000},
{16'b	0000000111111100,
16'b	0000011111111110,
16'b	0000111111111110,
16'b	0001111111111111,
16'b	0001111100001111,
16'b	0011111100000001,
16'b	0011111000000000,
16'b	0111110000000000,
16'b	0111100000000000,
16'b	1111100000000000,
16'b	1111000000000000,
16'b	1111000000000000,
16'b	1111000000000000,
16'b	1111001111111000,
16'b	1111111111111100,
16'b	1111111111111110,
16'b	1111111111111111,
16'b	1111111101111111,
16'b	1111100000011111,
16'b	1111000000001111,
16'b	1111000000000111,
16'b	1111000000000111,
16'b	1111000000000111,
16'b	1111000000000111,
16'b	1111100000001111,
16'b	1111100000001111,
16'b	0111110000011111,
16'b	0111111101111110,
16'b	0011111111111110,
16'b	0001111111111100,
16'b	0001111111111000,
16'b	0000011111100000},
{16'b	1111111111111111,
16'b	1111111111111111,
16'b	1111111111111111,
16'b	1111111111111111,
16'b	1100000000001111,
16'b	1000000000011111,
16'b	0000000000011111,
16'b	0000000000011110,
16'b	0000000000111110,
16'b	0000000000111100,
16'b	0000000001111100,
16'b	0000000001111000,
16'b	0000000011111000,
16'b	0000000011111000,
16'b	0000000011111000,
16'b	0000000011111000,
16'b	0000000011110000,
16'b	0000000011110000,
16'b	0000000011100000,
16'b	0000000011100000,
16'b	0000000111100000,
16'b	0000000111100000,
16'b	0000001111000000,
16'b	0000001111000000,
16'b	0000011110000000,
16'b	0000011110000000,
16'b	0000111110000000,
16'b	0000111100000000,
16'b	0000111100000000,
16'b	0001111100000000,
16'b	0001111100000000,
16'b	0001111100000000},
{16'b	0000111111110000,
16'b	0001111111111000,
16'b	0011111111111100,
16'b	0111111111111110,
16'b	0111111011111110,
16'b	1111100000111111,
16'b	1111100000011111,
16'b	1111000000001111,
16'b	1111000000001111,
16'b	1111000000001111,
16'b	1111100000011110,
16'b	0111110000111110,
16'b	0111111001111100,
16'b	0011111111111000,
16'b	0001111111111000,
16'b	0000111111100000,
16'b	0000111111110000,
16'b	0001111111111000,
16'b	0011111111111100,
16'b	0111111001111110,
16'b	1111100000111111,
16'b	1111000000001111,
16'b	1110000000001111,
16'b	1110000000000111,
16'b	1110000000000111,
16'b	1111000000001111,
16'b	1111100000011111,
16'b	1111111001111111,
16'b	1111111111111110,
16'b	0111111111111110,
16'b	0011111111111000,
16'b	0001111111110000},
{16'b	0000111111100000,
16'b	0001111111111000,
16'b	0011111111111000,
16'b	0111111111111100,
16'b	1111111011111100,
16'b	1111100000111110,
16'b	1111000000011110,
16'b	1111000000011111,
16'b	1110000000001111,
16'b	1110000000001111,
16'b	1110000000001111,
16'b	1110000000001111,
16'b	1111000000001111,
16'b	1111100000011111,
16'b	1111111011111111,
16'b	1111111111111111,
16'b	0111111111111111,
16'b	0011111111111111,
16'b	0001111111001111,
16'b	0000000000001111,
16'b	0000000000001111,
16'b	0000000000001111,
16'b	0000000000011110,
16'b	0000000000011110,
16'b	0000000000111110,
16'b	0000000001111100,
16'b	1000000011111100,
16'b	1111000011111000,
16'b	1111111111111000,
16'b	1111111111110000,
16'b	1111111111100000,
16'b	0011111100000000},
{16'b	0000011111100000,
16'b	0000011111100000,
16'b	0000011111100000,
16'b	0000011111100000,
16'b	0000111111110000,
16'b	0000110000111000,
16'b	0000110000111000,
16'b	0000110000111000,
16'b	0001110000111100,
16'b	0001100000011100,
16'b	0011100000011100,
16'b	0011000000001100,
16'b	0111000000001110,
16'b	0111000000001110,
16'b	0111000000001110,
16'b	0111000000001110,
16'b	0111000000001110,
16'b	0111000000001110,
16'b	0111000000001110,
16'b	1111111111111111,
16'b	1111111111111111,
16'b	1111111111111111,
16'b	1110000000000111,
16'b	1110000000000111,
16'b	1110000000000111,
16'b	1110000000000111,
16'b	1110000000000111,
16'b	1110000000000111,
16'b	1110000000000111,
16'b	1110000000000111,
16'b	1110000000000111,
16'b	1111000000001111},
{16'b	1111111111110000,
16'b	1111111111111000,
16'b	1111111111111100,
16'b	1111111111111110,
16'b	0111000011111110,
16'b	0111000000111111,
16'b	0111000000011111,
16'b	0111000000001111,
16'b	0111000000001111,
16'b	0111000000001111,
16'b	0111000000011110,
16'b	0111000000111110,
16'b	0111000001111100,
16'b	0111111111111000,
16'b	0111111111111000,
16'b	0111111111100000,
16'b	0111111111110000,
16'b	0111111111111000,
16'b	0111111111111100,
16'b	0111000001111110,
16'b	0111000000111111,
16'b	0111000000001111,
16'b	0111000000001111,
16'b	0111000000000111,
16'b	0111000000000111,
16'b	0111000000001111,
16'b	0111000000011111,
16'b	0111000001111111,
16'b	1111111111111110,
16'b	1111111111111110,
16'b	1111111111111000,
16'b	1111111111110000},
{16'b	0000001111111000,
16'b	0000111111111100,
16'b	0000111111111110,
16'b	0001111111111111,
16'b	0011111001000011,
16'b	0011100000000001,
16'b	0111100000000000,
16'b	0111100000000000,
16'b	1111100000000000,
16'b	1111000000000000,
16'b	1111000000000000,
16'b	1111000000000000,
16'b	1111000000000000,
16'b	1111000000000000,
16'b	1111000000000000,
16'b	1111000000000000,
16'b	1111000000000000,
16'b	1111000000000000,
16'b	1111000000000000,
16'b	1111000000000000,
16'b	1111000000000000,
16'b	1111000000000000,
16'b	1111000000000000,
16'b	1111000000000000,
16'b	1111100000000000,
16'b	0111110000000000,
16'b	0111110000000001,
16'b	0011111001000011,
16'b	0011111111111111,
16'b	0001111111111110,
16'b	0000111111111100,
16'b	0000011111111000},
{16'b	1111111111100000,
16'b	1111111111111000,
16'b	1111111111111000,
16'b	1111111111111100,
16'b	0111000001111100,
16'b	0111000000111110,
16'b	0111000000011110,
16'b	0111000000011110,
16'b	0111000000011111,
16'b	0111000000001111,
16'b	0111000000001111,
16'b	0111000000001111,
16'b	0111000000001111,
16'b	0111000000001111,
16'b	0111000000001111,
16'b	0111000000001111,
16'b	0111000000001111,
16'b	0111000000001111,
16'b	0111000000001111,
16'b	0111000000001111,
16'b	0111000000001111,
16'b	0111000000001111,
16'b	0111000000001111,
16'b	0111000000011110,
16'b	0111000000011110,
16'b	0111000000111110,
16'b	0111000000111100,
16'b	0111000001111100,
16'b	1111111111111000,
16'b	1111111111111000,
16'b	1111111111110000,
16'b	1111111111000000},
{16'b	1111111111111111,
16'b	1111111111111111,
16'b	1111111111111111,
16'b	1111111111111111,
16'b	1111000000000011,
16'b	1111000000000000,
16'b	1111000000000000,
16'b	1111000000000000,
16'b	1111000000000000,
16'b	1111000000000000,
16'b	1111000000000000,
16'b	1111000000000000,
16'b	1111000000000000,
16'b	1111000000000001,
16'b	1111111111111111,
16'b	1111111111111111,
16'b	1111111111111111,
16'b	1111111111111111,
16'b	1111000000000001,
16'b	1111000000000000,
16'b	1111000000000000,
16'b	1111000000000000,
16'b	1111000000000000,
16'b	1111000000000000,
16'b	1111000000000000,
16'b	1111000000000000,
16'b	1111000000000000,
16'b	1111000001000011,
16'b	1111111111111111,
16'b	1111111111111111,
16'b	1111111111111111,
16'b	1111111111111111},
{16'b	1111111111111111,
16'b	1111111111111111,
16'b	1111111111111111,
16'b	1111111111111111,
16'b	1111000000000011,
16'b	1111000000000000,
16'b	1111000000000000,
16'b	1111000000000000,
16'b	1111000000000000,
16'b	1111000000000000,
16'b	1111000000000000,
16'b	1111000000000000,
16'b	1111000000000000,
16'b	1111000000000001,
16'b	1111111111111111,
16'b	1111111111111111,
16'b	1111111111111111,
16'b	1111111111111111,
16'b	1111000000000001,
16'b	1111000000000000,
16'b	1111000000000000,
16'b	1111000000000000,
16'b	1111000000000000,
16'b	1111000000000000,
16'b	1111000000000000,
16'b	1111000000000000,
16'b	1111000000000000,
16'b	1111000000000000,
16'b	1111000000000000,
16'b	1111000000000000,
16'b	1111000000000000,
16'b	1111000000000000}
} ; 
always_ff@(posedge clk or negedge resetN)
begin
	if(!resetN) begin
		drawingRequest <=	1'b0;
	end
	else begin
		drawingRequest <=	1'b0;
		if (InsideRectangle == 1'b1 )
	      drawingRequest <= (number_bitmap[digit][offsetY>>1][offsetX>>1]);  
	end 
end
assign RGBout = digit_color ;  
endmodule
```
**run.sh**
```bash
#!/bin/bash
# OpenROAD 26Q1-2900-gdf79404cd8, Yosys 0.63+post, stock flow scripts
make -C /OpenROAD-flow-scripts/flow DESIGN_CONFIG=/design/flow/config.mk WORK_HOME=/design/flow/orfs finish
```
==> run_results.csv <==
group,metric,value,unit
finish,largestRegisters,"drawingRequest: 1 flops",
yosys,ys_cells,814,
clock_tree,cts.clk_slew.worst_paths,0,ns
finish,ff_latch_area,25.0,µm²
yosys,async_flop_share,1.00,
critical_path,crit_fanout,12,
die,die_x,113,µm
yosys,ys_types,75,
finish,design_area,7490,µm²
finish,final_cell_mix,"buf_4, a21oi_1, o21ai_0, nand2_1, nor2_1",
finish,top_register,"drawingRequest",
yosys,synthesis.area,4890,µm²
final_timing,relSlewSlack,0.568,
global_routing,overflow,0,
yosys,top_area_cell,"a21oi_1",
yosys,ys_area,4890,µm²
yosys,syn_avg_cell_area,6.00,µm²
finish,largest_reg_flops,1,
run,cap_violations,0,
final_timing,setup-violations-final,1,
yosys,ys_warn_count,1,
die,fp_util,0.408,
global_routing,grt_max_degree,30,
die,rows,40,
routing,drtAntennaViolNets,0,
routing,routedWlPerCell,25.4,µm
finish,lay_top_count,"buf_4",
place,dp_cells,1177,
die,die_h,113,µm
place,hpwlAfterDp,23300,µm
worst_hold_path,hold_class,"in -> async",
finish,syn_to_final_growth,53.2,%
run_status,violations,"setup timing",
critical_path,path_class,"in -> reg",
power,pwr-share-seq,0.006,
yosys,yosysSeqAreaShare,0.00512,
critical_path,critPathArrivalTime,4.13,ns
critical_path,endpoint_kind,"flip-flop",
run_status,outcome,"complete, but fails checks",
global_routing,grt_pass1_vias,7788,
yosys,synth-edff-count,0,
final_timing,min_period_over_period,4.20,
power,swShare,0.568,
power,p_comb_frac,0.994,
routing,drc,0,
finish,logic_area,4540,µm²
critical_path,critical_path_required,0.93,ns
critical_path,startpoint_type,"input port",
place,gp_congestion,1.21,
power,switching_power,0.00600,W
die,io_pins,38,
power,power.density,1410,nW/µm²
global_routing,grt.total_usage,0.480,
routing,wl,30200,µm
final_timing,setup_ws,-3.20,ns
routing,drtPass1Iterations,7,
finish,final_core_util,0.626,
yosys,numSynthFlops,1,
power,vdd_drop_max,1350,µV
final_timing,fmax,0.238,GHz
finish,nFillCells,1069,
finish,instances_no_fill,1190,
final_timing,rsz0062_at_grt,"true",
power,power.share.clock,0,
clock_tree,postCtsHoldBufs,0,
final_timing,setup_tns,-3.20,ns
die,core-area,12000,µm²
yosys,top_area_frac,0.101,
power,p_int,0.00457,W
final_timing,report.final.slew_viol_count,0,
final_timing,worst_pin_slew,0.640,ns
die,dieArea,12700,µm²
place,port_buffers,27,
yosys,syn_inst,814,
routing,diodes,0,
place,placed_area,7250,µm²
routing,vias,8220,
global_routing,grt_first_pass_wirelength,45600,µm
routing,viasPerCell,6.91,
finish,layout-drive-gt1-share,0.333,
final_timing,timing.final.crit_period,4.20,ns
routing,drt_iter0_drc,1370,
yosys,area_leaders,"a21oi_1, o21ai_0, clkbuf_1",
power,p_leak,3.15,nW
run,warning_count,33,
final_timing,final-hold-violation-count,0,
yosys,synth-main-ff-cell,"dfrtp_1",
global_routing,grt_antenna_before_repair,1,
## final timing paths
check | start | to | slack [ns] | depth (start not counted)
hold / removal | resetN | drawingRequest$_DFF_PN0_ | 0.35 | 1
min in group clk0 | InsideRectangle | drawingRequest$_DFF_PN0_ | 0.83 | 2
setup / recovery | offsetX[7] | drawingRequest$_DFF_PN0_ | -3.20 | 18
max in group asynchronous | resetN | drawingRequest$_DFF_PN0_ | 0.55 | 1
## timing repair
| action | CTS | global route |
|---|---|---|
| gates resized | 47 | 6 |
| endpoints found under the hold margin | 0 | 0 |
| pin swaps | 21 | 6 |
| setup endpoints to repair | 1 | 1 |
| buffers inserted | 13 | 1 |
## stage by stage
step	setup slack, ns	hold slack (ns)	total power [W]
finish	-3.20	0.351	0.0106
global placement	-3.61	0.352	0.00940
detailed placement	-3.64	0.352	0.00942
CTS	-3.17	0.352	0.00992
floorplan	-2.81	-0.0956	0.00496
global route	-3.33	0.353	0.0109
## critical path, cell delays in order
cell and delay [ns]:
buf_6 0.09, or3_4 0.38, or3b_4 0.45, fa_1 0.60, ha_4 0.23, a21oi_4 0.15
o21a_1 0.19, o31ai_4 0.09, buf_4 0.15, xnor2_2 0.13, buf_4 0.16, buf_6 0.14
a311oi_1 0.28, nor3_1 0.09, nor4_1 0.33, o311ai_1 0.19, nand3_1 0.12, and4_1 0.16
## cells in the mapped netlist (all sizes together) (8+ instances only)
| library cell | instances |
|---|---|
| o21ai | 100 |
| a21oi | 99 |
| clkbuf | 81 |
| nand2 | 69 |
| nor2 | 59 |
| a31oi | 26 |
| buf | 25 |
| a211oi | 23 |
| o211ai | 23 |
| inv | 22 |
| o22ai | 20 |
| nor3 | 18 |
| ha | 17 |
| nor2b | 16 |
| nand2b | 14 |
| xnor2 | 12 |
| a2111oi | 10 |
| nand3 | 10 |
| nor4 | 10 |
| o221ai | 10 |
| xor2 | 9 |
| a21o | 8 |
## power by group through the flow
stage | Sequential [W] | Clock, W | Combinational [W]
6_report | 0.0000607 | 0 | 0.0105
5_1_grt | 0.0000614 | 0 | 0.0109
4_1_cts | 0.0000613 | 0 | 0.00986
## layout make-up
cell class,instances,share of cell area
repair buffers,328,0.355
multi-input cells,692,0.606
well taps,147,0.0246
flip-flops and latches,1,0.00334
inverters,22,0.0110
## cells by family after synthesis
logic type               share of synthesized area
flip-flops                                 0.00512
XOR/XNOR                                    0.0464
other                                     0.000768
buffers and inverters                        0.107
AND-OR/OR-AND                                0.544
AND/OR/NAND/NOR                              0.230
adder cells (fa/ha/maj)                     0.0661
## per-layer routing
metal	GRT usage	wire, µm	up-vias
met3	0.187	4960	215
met5	0	0	-
met4	0.281	2350	0
li1	-	-	3564
met2	0.662	11700	783
met1	0.634	11200	3658
Power and IR drop assume default switching activity.
